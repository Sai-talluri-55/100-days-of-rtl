--- flow/config.mk ---
export PLATFORM = sky130hd
export DESIGN_NAME = sram
export DESIGN_NICKNAME = sram
export VERILOG_FILES = /design/flow/design.v
export SDC_FILE = /design/flow/constraint.sdc
export NUM_CORES = 4
export LEC_CHECK = 1
export CORE_UTILIZATION = 50
--- flow/constraint.sdc ---
current_design sram

set clk_period 16.9
set clk_io_pct 0.2

create_clock -name clk0 -period $clk_period [get_ports {clk}]

set non_clock_inputs [all_inputs -no_clocks]
set_input_delay [expr $clk_period * $clk_io_pct] -clock clk0 $non_clock_inputs
set_output_delay [expr $clk_period * $clk_io_pct] -clock clk0 [all_outputs]
--- flow/design.v ---
`timescale 1ns / 1ps
module sram#(parameter addr_width = 6,
parameter data_width = 8,
parameter depth = 64)
    (
        input we,clk,
        input [data_width-1:0] data,
        input [addr_width-1:0] addr,
        output [data_width-1:0] out
    );
    reg [data_width-1:0] ram [depth-1:0];
    reg [addr_width-1:0] addr_reg;
    always @(posedge clk)
    begin
    if(we)
        ram[addr] <= data;
    else
        addr_reg <= addr;
    end
    assign out = ram [addr_reg];
endmodule
--- flow/run.sh ---
#!/bin/bash
# OpenROAD 26Q1-2900-gdf79404cd8, Yosys 0.63+post, stock flow scripts
make -C /OpenROAD-flow-scripts/flow DESIGN_CONFIG=/design/flow/config.mk WORK_HOME=/design/flow/orfs finish
==> flow_summary.json <==
{
  "outcome": "completed",
  "rsz0062_at_grt": "false",
  "cp.arrival_ps": 4000,
  "path_clk_slew_ps": 60,
  "grt_use_total_pct": 25.7,
  "syn_to_final_growth_pct": 13.4,
  "antenna_found_initial": 2,
  "p_leak_nw": 7.20,
  "warnings": 25,
  "rrSetupSlack_ps": 16150,
  "drt_wl_total_mm": 44.6,
  "worstMarginPinSlew_ps": 939,
  "path_class": "flop to output port",
  "overflow": 0,
  "finalClockSkew_ps": 13.8,
  "ir_drop_v": 0.0000797,
  "cts_hold_buf": 0,
  "clock_latency_ps": 590,
  "crit_path_cell_trace": "buf_4, mux4_1, mux4_2, nor2b_1, a211oi_1, a31o_1, clkdlybuf4s50_1",
  "finalHoldViolCount": 0,
  "syn_area_per_cell_um2": 21.7,
  "final-setup-viol-count": 0,
  "netlist_area_um2": 20300,
  "grt_max_degree": 65,
  "min_period_ps": 7380,
  "post_cts_resized": 0,
  "viasPerCell": 6.04,
  "ys_cells": 937,
  "drc_errors": 0,
  "drv_cap": 0,
  "gp_congestion": 0.833,
  "fp-row-count": 73,
  "seq_area_um2": 15700,
  "cp.required_ps": 13520,
  "fp-utilization_pct": 50.8,
  "mostFrequentLayoutCells": "518 x edfxtp_1, 126 x mux4_2, 65 x nor2_1",
  "cp-start-kind": "flop",
  "grt_pass1_wl_mm": 67.5,
  "chip_area_um2": 41400,
  "ios": 24,
  "drt-initial-drc-count": 496,
  "ys_seq_share_pct": 77.2,
  "yosysUniqueCellTypes": 36,
  "hpwl_mm": 26.0,
  "worst_path_max_delay_cell": "mux4_1",
  "postCtsSetupRepairBufs": 0,
  "path_buffers": 2,
  "ant_nets": 0,
  "fillers": 2825,
  "crit_path_end_kind": "output port",
  "numCtsBuffers": 53,
  "wire_per_inst_um": 28.2,
  "clk_path_buf_depth": 3,
  "logic_area_um2": 4310,
  "die_h_um": 203,
  "ys_chip_area_um2": 20300,
  "synthCells": 937,
  "drt_first_pass_iters": 5,
  "max_freq_mhz": 136,
  "h-tree-depth": 2,
  "cts.root.buffer_cell": "clkbuf_16",
  "power_density_nw_per_um2": 123,
  "ys_ff": 524,
  "drive_gt1_share_pct": 26.4,
  "slew_violations": 0,
  "critical-path-max-stage-delay_ps": 690,
  "vias": 9565,
  "max_slew_margin_pct": 37.1,
  "first_global_vias": 10528,
  "ys_warn_count": 1,
  "cts_tree": "yes",
  "worstHoldPathType": "flop to flop",
  "core_um2": 39900,
  "post-route-period-util_pct": 43.7,
  "cp_top_family": "multiplexers",
  "path_max_fanout": 35,
  "cts_sinks": 524,
  "port_buffers": 23,
  "largest_reg_flops": 512,
  "fin_tns_setup_ps": 0,
  "holdWs_ps": 465,
  "die_w_um": 203,
  "lay_top_count": "edfxtp_1"
}
## routing by layer
layer	up-vias	part of all wire [%]	routed length (µm)	track usage (%)
li1	4101	-	-	-
met5	-	0.022	10	0
met4	2	2.8	1270	5.83
met2	507	48	21200	36.4
met1	4879	36	16100	39.4
met3	76	14	6050	15.2
## Yosys cell counts
cell type	count	share of area (%)
a211oi_1	7	0.26
a21oi_1	7	0.17
a221oi_1	6	0.26
a22o_1	4	0.17
a31o_1	2	0.086
a32o_1	2	0.099
and2_1	1	0.031
buf_1	5	0.092
buf_2	12	0.30
buf_4	6	0.22
buf_6	8	0.44
buf_8	1	0.074
clkbuf_1	21	0.39
dfxtp_1	6	0.59
edfxtp_1	518	77
inv_1	1	0.018
mux2_2	8	0.44
mux2i_1	18	0.89
mux4_1	4	0.52
mux4_2	126	14
nand2_1	15	0.28
nand2b_1	9	0.28
nand3_1	7	0.17
nand3b_1	1	0.037
nand4_1	1	0.031
nor2_1	65	1.2
nor2b_1	10	0.31
nor3_1	15	0.37
nor3b_1	2	0.074
o21ai_0	13	0.32
o21ai_1	3	0.074
o221ai_1	11	0.47
o22ai_1	16	0.49
or2_2	1	0.031
or3_1	3	0.092
or3b_2	2	0.086
## where the power goes
| group | internal, mW | total, mW | switching (mW) |
|---|---|---|---|
| clock | 0.707 | 1.18 | 0.476 |
| sequential | 1.44 | 1.45 | 0.0113 |
| combinational | 0.0816 | 0.189 | 0.108 |
| total | 2.23 | 2.82 | 0.596 |
## final cells by class
| class | count | share of cell area, % |
|---|---|---|
| Sequential cell | 524 | 68.1 |
| Multi-Input combinational cell | 359 | 18.7 |
| Clock buffer | 66 | 6.07 |
| Tap cell | 525 | 2.85 |
| Timing Repair Buffer | 77 | 2.59 |
| Clock inverter | 31 | 1.61 |
| Inverter | 1 | 0.0163 |
| Antenna cell | 1 | 0.0109 |
## per-stage QoR
stage	area [µm²]	util (%)	power [mW]	setup slack (ps)	instances
2_1_floorplan	20300	-	1.59	11670	937
3_3_place_gp	21300	53.2	1.67	10070	1486
3_5_place_dp	21300	53.2	1.67	10050	1486
4_1_cts	23000	57.7	2.85	9420	1583
5_1_grt	23000	57.7	2.91	9310	1583
6_report	23000	57.7	2.82	9520	1584
## kinds of logic (layout without fill, tap and decap cells)
logic type | count (synthesis) | count (layout) | synth area share, %
DFF | 524 | 524 | 77.2
muxes | 156 | 156 | 15.8
AOI/OAI and AO/OA | 71 | 71 | 2.41
and+or+nand+nor | 132 | 132 | 2.99
other | 0 | 1 | 0
buffers and inverters | 54 | 175 | 1.54
## final timing paths
check / startpoint / end / cells past startpoint
max: flop / out[0] / 7
min: addr_reg[5]$_DFFE_PN_ / flop / 1
max reg2reg: addr_reg[0]$_DFFE_PN_ / flop / 1
min reg2reg: addr_reg[5]$_DFFE_PN_ / flop / 1
Power is estimated from default activity; no workload was simulated.
