==> design/flow/design.v <==
`timescale 1ns / 1ps
module alu(
output [7:0] result,
    output carry_out,
    input [7:0] operand_a,
    input [7:0] operand_b,
    input [3:0] operation
);
    reg [7:0] ALU_Result;
    wire [8:0] extended_result;
    assign result = ALU_Result;    
    assign extended_result = {1'b0, operand_a} + {1'b0, operand_b};
    assign carry_out = extended_result[8];  
    always @(*)
    begin
        case (operation)
         4'b0000: ALU_Result = operand_a + operand_b;                  
         4'b0001: ALU_Result = operand_a - operand_b;                  
         4'b0010: ALU_Result = operand_a * operand_b;                  
         4'b0011: ALU_Result = operand_a / operand_b;                  
         4'b0100: ALU_Result = operand_a << 1;                         
         4'b0101: ALU_Result = operand_a >> 1;                         
         4'b0110: ALU_Result = {operand_a[6:0], operand_a[7]};         
         4'b0111: ALU_Result = {operand_a[0], operand_a[7:1]};         
         4'b1000: ALU_Result = operand_a & operand_b;                   
         4'b1001: ALU_Result = operand_a | operand_b;                   
         4'b1010: ALU_Result = operand_a ^ operand_b;                   
         4'b1011: ALU_Result = ~(operand_a | operand_b);                
         4'b1100: ALU_Result = ~(operand_a & operand_b);                
         4'b1101: ALU_Result = ~(operand_a ^ operand_b);                
         4'b1110: ALU_Result = (operand_a > operand_b) ? 8'd1 : 8'd0;     
         4'b1111: ALU_Result = (operand_a == operand_b) ? 8'd1 : 8'd0;    
         default: ALU_Result = operand_a + operand_b;                     
        endcase
    end
endmodule
==> design/flow/run.sh <==
#!/bin/bash
# OpenROAD 26Q1-2900-gdf79404cd8, Yosys 0.63+post, stock flow scripts
make -C /OpenROAD-flow-scripts/flow DESIGN_CONFIG=/design/flow/config.mk WORK_HOME=/design/flow/orfs finish
==> design/flow/config.mk <==
export PLATFORM = sky130hd
export DESIGN_NAME = alu
export DESIGN_NICKNAME = alu
export VERILOG_FILES = /design/flow/design.v
export SDC_FILE = /design/flow/constraint.sdc
export NUM_CORES = 4
export LEC_CHECK = 1
export CORE_UTILIZATION = 40
==> design/flow/constraint.sdc <==
current_design alu

set clk_period 16.6
set clk_io_pct 0.2

create_clock -name clk0 -period $clk_period

set non_clock_inputs [all_inputs -no_clocks]
set_input_delay [expr $clk_period * $clk_io_pct] -clock clk0 $non_clock_inputs
set_output_delay [expr $clk_period * $clk_io_pct] -clock clk0 [all_outputs]
==> flow_summary.json <==
{
  "slowest_stage": "clkdlybuf4s50_1",
  "fmax_ghz": 0.0622,
  "viasPerCell": 5.79,
  "n_antenna_cell": 0,
  "synthMostInstantiatedCell": "ha_1",
  "wirelength_mm": 13.2,
  "drv_cap": 0,
  "ys_cells": 571,
  "yosysTopAreaCellShare_pct": 24.3,
  "dp_hpwl_mm": 10.1,
  "coreArea_sq_mm": 0.00982,
  "critPathRequiredTime_ns": 13.28,
  "common_cells": "79 x ha_1, 64 x nor2_1, 55 x inv_1",
  "hold_path_class": "input pin to output port",
  "crit_family": "AND-OR/OR-AND gates",
  "dieWidth_um": 103,
  "drt-wirelength-per-cell_um": 17.4,
  "end_kind": "output port",
  "floorplan.core_util_pct": 41.5,
  "fin_crit_ns": 16.08,
  "grt_pass1_wl_mm": 20.7,
  "comb_area_sq_mm": 0.00396,
  "vias": 4403,
  "flops": 0,
  "avgSynthCellArea_sq_um": 7.13,
  "stdcell_area_sq_mm": 0.00504,
  "p_per_area_mw_per_mm2": 41.8,
  "arrival_ns": 12.76,
  "yosysChipArea_sq_mm": 0.00407,
  "postPlaceCellArea_sq_mm": 0.00476,
  "fin_setup_tns_ns": 0,
  "area_leaders": "ha_1 24%, xnor2_1 7.1%, fa_1 6.9%",
  "p_leak_nw": 2.29,
  "critPathLaunchType": "input pin",
  "fin_util_pct": 51.4,
  "fin_crit_sh_pct": 96.8,
  "yosysSeqAreaShare_pct": 0,
  "syn-cell-area_sq_mm": 0.00407,
  "hold_buffers": 0,
  "syn_to_final_growth_pct": 23.9,
  "io_buffers": 29,
  "die_y_um": 103,
  "vdd_drop_max_mv": 0.0178,
  "grt-ovfl-total": 0,
  "tool_warnings": 52,
  "drc": 0,
  "detail_route.first_pass.iterations": 4,
  "final-seq-area_sq_um": 0,
  "top_area_cell": "ha_1",
  "worstSetupPathType": "input pin to output port",
  "die_area_sq_mm": 0.0106,
  "drive_gt1_share_pct": 17.7,
  "antenna_found_initial": 0,
  "crit_top_cell": "ha_1",
  "ant_nets": 0,
  "path_max_fanout": 8,
  "nFillCells": 947,
  "grt.total_usage_pct": 25.9,
  "crit_buf_inv": 6,
  "finalSetupViolations": 0,
  "nClkBuffers": 0,
  "drv_slew": 0,
  "grt_pass1_vias": 3953,
  "worst_pin_slew_ns": 0.642,
  "finalHoldViolations": 0,
  "status": "completed",
  "place_congestion": 0.947,
  "max_stage_delay_ns": 0.43,
  "drt_first_iter_violations": 211,
  "ys_types": 69,
  "ios": 29,
  "yosysWarnings": 1,
  "rows": 36,
  "relSlewSlack_pct": 57.1,
  "whs_ns": 7.70,
  "syn_inst": 571,
  "grt_max_degree": 45,
  "p_total_w": 0.000211
}
==> final cells by class <==
class / instances / area share (%)
multi-input combinational: 489 / 78.4
timing repair buffer: 83 / 14.1
inverter: 56 / 4.17
tap: 133 / 3.30
==> path summary, 6_finish.rpt <==
| check | to | start | depth (start not counted) | slack [ns] |
|---|---|---|---|---|
| setup / recovery | result[0] | operand_b[3] | 50 | 0.52 |
| hold / removal | carry_out | operand_b[7] | 5 | 7.70 |
==> metrics by stage <==
step / cells / worst slack, ns
2_1_floorplan: 571 / 0.576
3_3_place_gp: 750 / 0.0332
3_5_place_dp: 750 / -0.252
4_1_cts: 752 / 0.0381
5_1_grt: 761 / -0.0678
6_report: 761 / 0.523
==> layout by cell type (no fill, tap or decap), types with 6 or more instances in the layout <==
| master | n |
|---|---|
| buf_4 | 53 |
| ha_1 | 74 |
| o21ai_0 | 32 |
| nor2_2 | 6 |
| nand2_1 | 33 |
| nor2b_1 | 7 |
| nand3_1 | 8 |
| inv_1 | 55 |
| o21a_1 | 8 |
| nand2b_1 | 10 |
| a21oi_1 | 35 |
| xor2_1 | 8 |
| nor3_1 | 17 |
| xnor2_1 | 33 |
| a22oi_1 | 6 |
| nor2_1 | 57 |
| clkdlybuf4s50_1 | 24 |
| a21o_1 | 11 |
| fa_1 | 14 |
| a21oi_2 | 9 |
==> power by group <==
part	switching (W)	internal (W)	total [W]
Sequential	0	0	0
Combinational	0.000112	0.0000991	0.000211
Clock	0	0	0
==> layer usage <==
metal | GRT usage, % | up-vias | share of wire [%]
li1 | - | 2162 | -
met1 | 40.7 | 2045 | 48
met2 | 39.4 | 177 | 42
met3 | 1.72 | 19 | 7.7
met4 | 5.31 | 0 | 2.1
met5 | 0 | - | 0
==> what timing repair did <==
action                     CTS  global route
resized                      9            44
setup buffers                1             9
cloned                       1             0
setup endpoints to repair    1             2
pin swaps                    3            26
==> logic make-up (layout without fill, tap and decap cells) <==
group                      Yosys count  count (layout)  share of synthesized area (%)
AOI/OAI and AO/OA                  173             174                           29.3
xor gates and xnor gates            41              41                           8.82
adders and majority gates           93              93                           31.2
buffers and inverters               83             139                           7.68
muxes                               15              15                           3.93
and+or+nand+nor                    166             166                           19.1
==> tightest hold or removal path, delay by kind of cell <==
kind	cells	cell delay, ns
buffers and inverters	3	0.72
adder cells (fa/ha/maj)	1	0.22
AND-OR/OR-AND	1	0.12
Power is estimated from default activity; no workload was simulated.
