<file path="./run.sh">
#!/bin/bash
# OpenROAD 26Q1-2900-gdf79404cd8, Yosys 0.63+post, stock flow scripts
make -C /OpenROAD-flow-scripts/flow DESIGN_CONFIG=/design/flow/config.mk WORK_HOME=/design/flow/orfs finish
</file>
<file path="./config.mk">
export PLATFORM = sky130hd
export DESIGN_NAME = rom
export DESIGN_NICKNAME = rom
export VERILOG_FILES = /design/flow/design.v
export SDC_FILE = /design/flow/constraint.sdc
export NUM_CORES = 4
export LEC_CHECK = 1
export CORE_AREA = 10 10 71 71
export DIE_AREA = 0 0 81 81
</file>
<file path="./constraint.sdc">
current_design rom

set clk_period 1.6
set clk_io_pct 0.2

create_clock -name clk0 -period $clk_period [get_ports {clk}]

set non_clock_inputs [all_inputs -no_clocks]
set_input_delay [expr $clk_period * $clk_io_pct] -clock clk0 $non_clock_inputs
set_output_delay [expr $clk_period * $clk_io_pct] -clock clk0 [all_outputs]
</file>
<file path="./design.v">
`timescale 1ns / 1ps
module rom(data_out, addr, clk);
output reg[15:0] data_out;
input[3:0] addr;
input clk;
reg [15:0] ROM[15:0];
initial data_out=16'h0;
always @(negedge clk)
begin
ROM[4'd0]=16'h5601; ROM[4'd1]=16'h3401;
ROM[4'd2]=16'h1801; ROM[4'd3]=16'h0ac1;
ROM[4'd4]=16'h0521; ROM[4'd5]=16'h0221;
ROM[4'd6]=16'h5601; ROM[4'd7]=16'h5401;
ROM[4'd8]=16'h4801; ROM[4'd9]=16'h3801;
ROM[4'd10]=16'h3001; ROM[4'd11]=16'h2401;
ROM[4'd12]=16'h1c01; ROM[4'd13]=16'h1601;
ROM[4'd14]=16'h5601; ROM[4'd15]=16'h5401;
data_out=ROM[addr];
end
endmodule
</file>
==> flow_summary.json <==
{
  "status": "finished, violations left",
  "violations": "setup timing",
  "synth-edff-count": 0,
  "dr.pass1.iters": 4,
  "cp_top_family": "flip-flops",
  "largest_register_ffs": 10,
  "crit_buf_inv": 1,
  "core_sq_um": 3630,
  "ant_nets": 0,
  "gp_congestion": 0.774,
  "grt_overflow": 0,
  "cp-start-kind": "register",
  "warning_count": 41,
  "syn_area_sq_um": 460,
  "holdCritStartpoint": "addr[0]",
  "hold_depth": 2,
  "synth.avg_cell_area_sq_um": 10.2,
  "antenna_found_initial": 0,
  "worst_hold_path.endpoint": "data_out[8]$_SDFF_NP0_",
  "critPathSlowestCell": "dfxtp_2",
  "ys_seq_share_pct": 43.5,
  "fin_tns_setup_ps": -2280,
  "ir_drop_uv": 199,
  "ys_top_cells_by_count": "dfxtp_1, buf_4, ha_1, inv_1",
  "setup_ws_ps": -229,
  "hold_slack_ps": 1040,
  "ctsHoldBuffers": 0,
  "wire_per_inst_um": 8.95,
  "critPathKind": "register to primary output",
  "synth.top_cell.area_share_pct": 43.5,
  "worstHoldPathType": "input port to register",
  "final_hold_viol_count": 0,
  "drive_gt1_share_pct": 55.1,
  "fp_util_pct": 12.7,
  "critical_path_required_ps": 1280,
  "ys_async_sr_fraction_pct": 0,
  "synthCells": 45,
  "rsz0062_at_grt": "yes",
  "cp_cell_sequence": "buf_2",
  "grt_use_total_pct": 3.12,
  "power.density_nw_per_um2": 917,
  "drt_iter0_markers": 7,
  "place_ws_ps": -804,
  "fillers": 406,
  "ys.flops": 10,
  "ys_area_sq_um": 460,
  "synth_warnings": 2,
  "top_cell": "dfxtp_1",
  "port_buffers": 15,
  "grt_pass1_wl_um": 1710,
  "fin_util_pct": 22.5,
  "vias": 399,
  "die_h_um": 81,
  "antennaDiodeCount": 0,
  "die_w_um": 81,
  "ys_cells": 45,
  "clockRootBuffer": "clkbuf_8",
  "place_area_sq_um": 708,
  "rows": 22,
  "fin_area_sq_um": 818,
  "grt_start_max_net_pins": 9,
  "finalSetupViolations": 11,
  "cts_tree": "done",
  "cts_made_buffers": 3,
  "grt_pass1_vias": 457,
  "dp_hpwl_um": 803,
  "wl_um": 1130,
  "clkTransAtPathRegs_ps": 40,
  "area_leaders": "dfxtp_1, ha_1, buf_4",
  "avgViaCountPerCell": 3.17,
  "cts_sinks": 10,
  "synth_cell_types": 20,
  "area_growth_pct": 77.7,
  "timing.max_cap.violations": 0,
  "ff_type": "dfxtp_1",
  "power_leakage_nw": 0.402,
  "htree_levels": 1,
  "cts_max_path_buffers": 2,
  "die_area_sq_um": 6560,
  "synth.largest_area_cell": "dfxtp_1",
  "slowest_delay_ps": 310,
  "ios": 21,
  "cp_max_fo": 2,
  "finalMaxSlewViolations": 0,
  "cp-end-kind": "primary output",
  "drc": 0,
  "critical_path_arrival_ps": 1510
}
-- cell families (layout without fill, tap and decap cells) --
group	Yosys count	after routing	synth area share [%]
other	2	6	1.63
muxes	3	3	6.79
xor gates and xnor gates	1	1	1.90
and+or+nand+nor	7	7	9.78
AOI/OAI and AO/OA	5	5	6.79
adders and majority gates	4	4	10.9
DFF	10	10	43.5
buffers and inverters	13	42	18.7
-- layout make-up --
type	count	area, sq um	area share [%]
clock buffers	3	41.3	5.05
clock inverters	11	42.5	5.20
well taps	48	60.1	7.34
repair buffers	24	174	21.3
multi-input cells	26	264	32.3
flip-flops and latches	10	201	24.6
inverters	4	35.0	4.28
-- cell usage in the layout (no fill, tap or decap), drive strengths merged, types with 2 or more instances in the layout --
master / instances
buf: 22
nor3: 2
ha: 4
inv: 14
conb: 6
clkbuf: 5
dfxtp: 10
mux2i: 2
a21oi: 2
nor3b: 2
-- metal layers --
| layer | global-route usage [%] | share of wire, % | wire length [um] | vias up |
|---|---|---|---|---|
| li1 | - | - | - | 197 |
| met1 | 2.74 | 38 | 430 | 180 |
| met4 | 2.25 | 2.7 | 31 | 0 |
| met2 | 5.41 | 49 | 551 | 20 |
| met5 | 0 | 0 | 0 | - |
| met3 | 1.56 | 10 | 115 | 2 |
-- repair_timing --
item | in CTS | in global routing
gates resized | 63 | 6
endpoints found under the setup margin | 20 | 17
gates cloned | 0 | 0
endpoints found under the hold margin | 0 | 0
pin swaps | 5 | 2
buffers inserted | 4 | 0
-- metrics by stage --
| step | power [mW] | std cells |
|---|---|---|
| floorplan | 0.370 | 49 |
| global placement | 0.429 | 111 |
| detailed placement | 0.430 | 111 |
| CTS | 0.764 | 128 |
| global route | 0.833 | 126 |
| finish | 0.750 | 126 |
-- worst max path at each step --
stage | from | endpoint | slack, ps | cells past startpoint
after CTS | data_out[7]$_SDFF_NP0_ | data_out[7] | -240 | 1
after global routing | data_out[7]$_SDFF_NP0_ | data_out[7] | -290 | 1
final | data_out[7]$_SDFF_NP0_ | data_out[6] | -230 | 1
-- power breakdown --
| group | internal (mW) | switching [mW] |
|---|---|---|
| combinational | 0.0661 | 0.0503 |
| sequential | 0.269 | 0.00318 |
| clock | 0.204 | 0.158 |
| total | 0.538 | 0.212 |
Power figures rest on the tool's default switching activity, not on a simulated workload.
